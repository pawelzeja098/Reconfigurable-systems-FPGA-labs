$ cat design/flow/design.v
`timescale 1ns / 1ps
module state_machine(
    input wire clk,
    input wire rst,
    input wire send,
    input wire [7:0]data,
    output reg txd = 0
    );
localparam STATE0=2'd0;
localparam STATE1=2'd1;
localparam STATE2=2'd2;
localparam STATE3=2'd3;
reg [1:0]state = STATE0;   
reg [7:0]tdata;
integer cnt = 7;
integer i;
reg send_prev = 0;
always @(posedge clk) 
begin
    send_prev <= send; 
    if(rst) state <= STATE0;
    else
    begin
        case(state)
        STATE0:
        begin
        if (!send_prev && send) begin
            state <= STATE1;
            tdata <= data;
        end
    end
        STATE1:
        begin 
            txd <= 1;
            state <= STATE2;
        end
        STATE2:
        begin
            if (cnt >= 0) begin
                txd <= tdata[cnt];
                cnt = cnt - 1;
            end 
            else begin
                cnt = 7;
                state <= 2'b11;
           end
        end
        STATE3:
        begin
            txd <= 0;
            state <= STATE0;
        end
    endcase
end
end
endmodule
$ cat design/flow/run.sh
#!/bin/bash
# OpenROAD 26Q1-2900-gdf79404cd8, Yosys 0.63+post, stock flow scripts
make -C /OpenROAD-flow-scripts/flow DESIGN_CONFIG=/design/flow/config.mk WORK_HOME=/design/flow/orfs finish
$ cat design/flow/config.mk
export PLATFORM = sky130hd
export DESIGN_NAME = state_machine
export DESIGN_NICKNAME = state_machine
export VERILOG_FILES = /design/flow/design.v
export SDC_FILE = /design/flow/constraint.sdc
export NUM_CORES = 4
export LEC_CHECK = 1
export CORE_UTILIZATION = 30
$ cat design/flow/constraint.sdc
current_design state_machine

set clk_period 10.0
set clk_io_pct 0.2

create_clock -name clk0 -period $clk_period [get_ports {clk}]

set non_clock_inputs [all_inputs -no_clocks]
set_input_delay [expr $clk_period * $clk_io_pct] -clock clk0 $non_clock_inputs
set_output_delay [expr $clk_period * $clk_io_pct] -clock clk0 [all_outputs]
==> out/qor.txt <==
Status - completed
Synthesized area - 2360 µm²
Vias - 1557
Clock power share - 0.246
Diode count - 0
Tightest Pin Transition - 0.709 ns
Port bufs - 11
CTS root buf - clkbuf_8
Vias in the first global route - 1490
Critical Path End Type - flop
Top Ports - 12
Crit path launch type - input port
Tool Warnings - 29
DR WL/cell - 12.6 µm
Net Sw Frac - 0.268
Post-synth regs - 44
Grt total ovfl - 0
CTS tree - yes
Area leader share - 0.521
Ys flop type - edfxtp_1
Avg Cell Area, Syn - 12.2 µm²
Setup Skew - 0.00886 ns
Top cells by count, synth - edfxtp_1 (41), a21oi_1 (18), nor2_1 (16)
Late-Pin Clk Latency - 0.29 ns
Area growth from synthesis to layout - 12.0%
DRT Pass-1 Iters - 4
Rows - 31
Detail Placement HPWL - 2500 µm
Post CTS Setup Buffer Count - 0
Worst setup startpoint - rst
Post-synth EDFFs - 41
Synth top area cells - edfxtp_1 (52%), a21oi_1 (3.8%), xor2_1 (3.3%), ha_1 (3.2%), dfxtp_1 (2.5%)
Final Setup Violations - 0
Reg2reg start - cnt[9]
CP endpoint - cnt[2]
Flop-to-flop setup slack - 7.33 ns
Static leakage - 0.790 nW
Worst Hold Class - flop to flop
Via/cell ratio - 5.07
CTS Buf Count - 5
Leading area contributor after synthesis - edfxtp_1
Post-synth ARST share - 0
Share of cells above drive strength 1 - 0.135
Largest net degree at the start of global routing - 36
Switching pwr - 114 µW
Die X - 90.7 µm
Internal power - 313 µW
Final Power - 427 µW
Clock sinks - 44
Hold_buf cts - 0
Crit path time final - 3.08 ns
RSZ-0062 raised after global routing - false
Reg power frac - 0.570
Yosys cell count - 193
DRT iter0 DRCs - 55
Final core utilization - 0.355
Critical Path RT - 9.94 ns
Cts repair resizes - 0
Hold_ws - 0.526 ns
Routability cong. - 0.749
F_max - 0.324 GHz
H-tree depth - 2
Mapped Cells - 193
Total power divided by cell area - 162 nW/µm²
Total global-route track usage - 0.105
VDD IR-drop max - 0.0931 mV
Cycle use final - 0.308
Synth warn - 1
Fin. max-slew vios - 0
Count leader, synth - edfxtp_1
Post-Route Setup TNS - 0 ns
CTS Buffer Depth - 2
Relative slew margins - 0.524
Initial antenna violation count - 0
Init Core Util - 0.317
Register area share after synthesis - 0.547
CP Max Fanout - 32
Yosys chip area - 2360 µm²
Routed wire length - 3870 µm
CORE AREA - 7450 µm²
Distinct cells, synth - 41
First-pass GRT wire length - 6850 µm
Reg-to-Reg End - cnt[27]
Die y size - 90.7 µm
CTS clk-pin slew, worst paths - 0.07 ns
Critical Path AT - 3.02 ns
MaxCap Viol Count - 0
Final-layout fill cell count - 755
R2R cell count - 4
Number of routed nets with antenna violations - 0
Final hold vios - 0
Crit Path Category - input port to flop
Comb pwr share - 0.184
Residual DRC - 0
Die Size - 8230 µm²
## final cells by class
cell class / count / area [µm²] / share of cell area
sequential: 44 / 1290 / 0.488
multi-input combinational: 138 / 1000 / 0.379
timing repair buffer: 14 / 133 / 0.0501
tap: 99 / 124 / 0.0468
clock buffer: 8 / 80.1 / 0.0303
inverter: 4 / 15.0 / 0.00568
## critical path, stage by stage
cell and delay (ns):
clkdlybuf4s50_1 0.50, nor2b_2 0.13, buf_4 0.39
## metal layers
metal | global-route usage | part of all wire | wire, µm | vias to the layer above
li1 | - | - | - | 778
met5 | 0 | 0 | 0 | -
met4 | 0.0108 | 0.012 | 46 | 0
met2 | 0.152 | 0.43 | 1680 | 39
met3 | 0.0316 | 0.056 | 216 | 8
met1 | 0.170 | 0.50 | 1930 | 732
## state kept, by name, summed over array words and instances, names as in the netlist
| signal | count |
|---|---|
| txd | 1 |
| state | 2 |
| tdata | 8 |
| cnt | 32 |
| send_prev | 1 |
## power groups by stage
stage | Sequential [mW] | Clock, mW | Combinational (mW)
finish | 0.244 | 0.105 | 0.0787
CTS | 0.244 | 0.110 | 0.0798
global route | 0.247 | 0.116 | 0.0902
## through the flow
stage | std cells | area [µm²] | setup slack (ns)
after global routing | 307 | 2650 | 6.86
final | 307 | 2650 | 6.92
after global placement | 299 | 2560 | 6.61
after floorplan | 193 | 2360 | 6.12
after detailed placement | 299 | 2560 | 6.62
after CTS | 307 | 2650 | 6.91
## cells by family (layout without fill, tap and decap cells)
logic type	count (synthesis)	count (layout)	synth area share
muxes	5	5	0.0323
xor gates and xnor gates	10	10	0.0371
AOI/OAI and AO/OA	40	40	0.103
adders and majority gates	6	6	0.0318
and+or+nand+nor	77	77	0.219
DFF	44	44	0.547
buffers and inverters	11	26	0.0302
## cells in the final DEF, fill, tap and decap left out, types with 3 or more instances in the layout
cell and count:
nor3_1 4, o21ai_0 7, clkdlybuf4s50_1 11, edfxtp_1 41, nand4b_1 3, clkbuf_8 5, buf_4 3, o31ai_1 8
a21oi_1 18, nor2b_1 4, or4_1 8, nor4_1 3, or3_1 5, nand2_1 5, nand2b_1 6, xor2_1 9
or2_2 3, ha_1 6, clkbuf_1 3, nand3_1 3, nor2_1 16, dfxtp_1 3, inv_1 4
## how the worst min path moves through the flow
stage | startpoint | endpoint | slack, ns | depth (start not counted)
5_1_grt | state[0] | state[0] | 0.59 | 2
6_report | state[0] | state[0] | 0.53 | 2
4_1_cts | state[0] | state[0] | 0.53 | 2
Power and IR drop assume default switching activity.
