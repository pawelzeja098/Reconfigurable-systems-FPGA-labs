`flow/design.v`:
```
`timescale 1ns / 1ps
module vis_centroid
#(
    parameter IMG_H = 64,
    parameter IMG_W = 64
)(
    input clk,
    input de,
    input hsync,
    input vsync,
    input[23:0] pixel_in,
    input[10:0] x,
    input[10:0] y,   
    output de_out,
    output hsync_out,
    output vsync_out,
    output[23:0] pixel_out
    );
reg [10:0] x_pos = 11'd0;
reg [10:0] y_pos = 11'd0;
always @(posedge clk)
begin
    if(vsync == 1'b1) 
    begin
        x_pos <= 11'd0;
        y_pos <= 11'd0;
    end
    else
    begin
        if(de == 1'b1)
        begin
            x_pos <= x_pos + 1;
            if(x_pos == IMG_W - 1)
            begin
                x_pos <= 11'b0;
                y_pos <= y_pos + 1;
            end
         end
    end 
end
assign {de_out,vsync_out,hsync_out} = {de,vsync,hsync};
assign pixel_out[23:16] = (x_pos == x || y_pos == y) ? 8'd255 : pixel_in[23:16];
assign pixel_out[15:0] = (x_pos == x || y_pos == y) ? 16'd0 : pixel_in[15:0];
endmodule
```
`flow/config.mk`:
```
export PLATFORM = sky130hd
export DESIGN_NAME = vis_centroid
export DESIGN_NICKNAME = vis_centroid
export VERILOG_FILES = /design/flow/design.v
export SDC_FILE = /design/flow/constraint.sdc
export NUM_CORES = 4
export LEC_CHECK = 1
export CORE_AREA = 10 10 105 105
export DIE_AREA = 0 0 115 115
```
`flow/constraint.sdc`:
```
current_design vis_centroid

set clk_period 4.4
set clk_io_pct 0.2

create_clock -name clk0 -period $clk_period [get_ports {clk}]

set non_clock_inputs [all_inputs -no_clocks]
set_input_delay [expr $clk_period * $clk_io_pct] -clock clk0 $non_clock_inputs
set_output_delay [expr $clk_period * $clk_io_pct] -clock clk0 [all_outputs]
```
`flow/run.sh`:
```
#!/bin/bash
# OpenROAD 26Q1-2900-gdf79404cd8, Yosys 0.63+post, stock flow scripts
make -C /OpenROAD-flow-scripts/flow DESIGN_CONFIG=/design/flow/config.mk WORK_HOME=/design/flow/orfs finish
```
==> results_dict.tcl <==
# yosys + openroad results
set metrics [dict create \
    path_cells "clkdlybuf4s50_1 -> xnor2_1 -> nand4_1 -> nor3_2 -> buf_4 -> or3_1 -> clkdlybuf4s50_1" \
    outcome "finished clean" \
    grt_usage 0.0709 \
    timing.hold.ws_ns 0.507 \
    p_leak_uw 0.000779 \
    setup_viol 0 \
    synth-edff-count 0 \
    drv_slew 0 \
    ctsHoldBuffers 0 \
    first_pass_iters 4 \
    vdd_drop_max_uv 89.9 \
    postSynth.asyncResetShare 0 \
    pwr-share-clk 0.292 \
    hold_depth 2 \
    finalWeightedCongestion 0.779 \
    diodes 0 \
    die_y_um 115 \
    timing.slew.headroom 0.387 \
    p_comb_frac 0.229 \
    grt_max_degree 25 \
    drtAntennaViolNets 0 \
    core_area_sq_um 8760 \
    cts.path.max_buffers 2 \
    port_buffers 74 \
    fp_util 0.172 \
    dr_total_vias 1468 \
    cts_resized 0 \
    root_buffer "clkbuf_8" \
    yosysCellCount 181 \
    crit_top_cell "clkdlybuf4s50_1" \
    fmax_mhz 278 \
    min_period_ns 3.59 \
    warnings 25 \
    io_pins 77 \
    clock-skew-final_ns 0.00188 \
    setup_ws_ns 0.807 \
    cp.arrival_ns 2.71 \
    clock-sinks 22 \
    max_stage_delay_ns 0.50 \
    cts_tree "done" \
    clkLatencyLatePin_ns 0.26 \
    yosys_warnings 1 \
    routedWlPerCell_um 13.6 \
    critPathLaunchType "primary input" \
    critPathSlowestCell "clkdlybuf4s50_1" \
    synthFlopType "dfxtp_1" \
    tightest_slew_ns 0.910 \
    fin_crit_sh 0.817 \
    cts_setup_buffers 0 \
    ys_top_cells_by_count "xnor2_1, dfxtp_1, nor3b_1" \
    grt_pass1_wl_um 7700 \
    syn2layout_area_growth_pct 56.8 \
    synth_area_per_cell_sq_um 8.34 \
    synthCells 181 \
    post-route-drc-count 0 \
    rsz0062_at_grt "no" \
    overflow 0 \
    worstPathMaxFanout 24 \
    synth_top_area_share 0.292 \
    netSwitchingPower_uw 88.4 \
    grt_pass1_vias 1443 \
    powerDensity_nw_per_um2 178 \
    synth_area_leader_cell "dfxtp_1" \
    clk_pin_slew_worst_paths_ns 0.07 \
    report.final.hold_viol_count 0 \
    dp_hpwl_um 3980 \
    ys_types 36 \
    critPathCaptureType "output port" \
    die_w_um 115 \
    rows 34 \
    dp_slack_ns 0.759 \
    power_frac_seq 0.479 \
    syn_area_sq_um 1510 \
    chip_area_sq_um 13200 \
    switching_share 0.209 \
    drive_gt1_frac 0.0735 \
    vias_per_cell 4.16 \
    hp-class "reg -> reg" \
    intPower_uw 334 \
    antenna_found_initial 0 \
    ff2ff_path_depth 5 \
    tns_ns 0 \
    drt_iter0_markers 83 \
    criticalPathCategory "in -> out" \
    critPathRequiredTime_ns 3.52 \
    wirelength_um 4790 \
    ys_ff 22 \
    ys_area_sq_um 1510 \
    area_leaders "dfxtp_1, xnor2_1, nor3b_1" \
    ys_seq_frac 0.292 \
    max_cap_violations 0 \
    cts-buffers-inserted 3 \
    top_cell "xnor2_1" \
    cts_max_level 1 \
]
-- critical path: cells and delay by family --
kind,cells,cell delay [ns]
AND/OR/NAND/NOR,3,0.45
XOR/XNOR,1,0.15
buffers and inverters,3,1.22
-- logic make-up after synthesis --
group / share of synthesized area
adder cells (fa/ha/maj): 0.0166
AND/OR/NAND/NOR: 0.359
flip-flops: 0.292
AND-OR/OR-AND: 0.0613
buffers and inverters: 0.0663
XOR/XNOR: 0.191
multiplexers: 0.0141
-- path summary, 6_finish.rpt --
check | to | slack (ns) | from
worst max-delay path | pixel_out[18] | 0.81 | y[2]
worst max register to register | x_pos[5] | 2.15 | x_pos[0]
worst min register to register | y_pos[10] | 0.51 | y_pos[10]
worst min-delay path | y_pos[10] | 0.51 | y_pos[10]
-- sequential cells by signal (all words and copies together) (netlist names) --
name   flops
x_pos     11
y_pos     11
-- routing by layer --
metal / vias up / part of all wire / GRT usage
met1: 644 / 0.45 / 0.100
li1: 765 / - / -
met5: - / 0 / 0
met4: 0 / 0.0050 / 0.00495
met2: 57 / 0.44 / 0.107
met3: 2 / 0.10 / 0.0243
-- cell type report --
cell class / instances / area (sq um)
Sequential cell: 22 / 440
Clock buffer: 3 / 41.3
Multi-Input combinational cell: 140 / 980
Fill cell: 928 / 6400
Tap cell: 108 / 135
Timing Repair Buffer: 76 / 756
Inverter: 4 / 15.0
-- cells in the final DEF (no fill, tap or decap), types with 2 or more instances in the layout --
cell              n
nor2_1           15
nor3_1            2
nand3b_1          2
or3_1            12
inv_1             4
dfxtp_1          22
clkdlybuf4s50_1  74
and4_1            2
nand4_1          12
o21ai_0           4
nand3_1           6
nor3b_1          16
ha_1              2
nor3_2            2
xnor2_1          27
nand2_1           6
buf_4             2
a31o_2            2
a21oi_1           9
xor2_1            6
clkbuf_8          3
-- through the flow --
step | utilization | cells | instance area, sq um | power [uW]
6_report | 0.270 | 353 | 2370 | 422
5_1_grt | 0.270 | 353 | 2370 | 445
4_1_cts | 0.270 | 353 | 2370 | 429
3_5_place_dp | 0.265 | 350 | 2330 | 305
3_3_place_gp | 0.265 | 350 | 2330 | 306
2_1_floorplan | - | 181 | 1510 | 232
-- power by group through the flow --
stage | clock network, uW | registers [uW] | logic, uW
after CTS | 128 | 202 | 98.9
after global routing | 137 | 203 | 106
final | 123 | 202 | 96.9
Power and IR drop assume default switching activity.
