==> flow/design.v <==
`timescale 1ns / 1ps
module delay_line #
(
    parameter N = 11,
    parameter DELAY = 2
)
(
    input wire clk,      
    input wire signed [N-1:0] d,       
    output wire signed [N-1:0] q 
);
wire signed [N-1:0] tdata [DELAY:0];
assign tdata[0] = d;
genvar i;
generate
for(i=0; i < DELAY; i = i + 1) begin
    delay_mod d_mod(
    .idata(tdata[i]),
    .odata(tdata[i+1]),
    .clk(clk)
    );
end
endgenerate 
assign q = tdata[DELAY];
endmodule
`timescale 1ns / 1ps
module delay_mod #
(
    parameter N = 11
)
(
    input clk,
    input [N-1:0] idata,
    output reg signed [N-1:0] odata
);
initial begin
        odata = 0;
    end
always @(posedge clk)
begin
    odata <= idata;
end
endmodule
==> flow/run.sh <==
#!/bin/bash
# OpenROAD 26Q1-2900-gdf79404cd8, Yosys 0.63+post, stock flow scripts
make -C /OpenROAD-flow-scripts/flow DESIGN_CONFIG=/design/flow/config.mk WORK_HOME=/design/flow/orfs finish
==> flow/config.mk <==
export PLATFORM = sky130hd
export DESIGN_NAME = delay_line
export DESIGN_NICKNAME = delay_line
export VERILOG_FILES = /design/flow/design.v
export SDC_FILE = /design/flow/constraint.sdc
export NUM_CORES = 4
export LEC_CHECK = 1
export CORE_AREA = 10 10 77 77
export DIE_AREA = 0 0 87 87
==> flow/constraint.sdc <==
current_design delay_line

set clk_period 1.0
set clk_io_pct 0.2

create_clock -name clk0 -period $clk_period [get_ports {clk}]

set non_clock_inputs [all_inputs -no_clocks]
set_input_delay [expr $clk_period * $clk_io_pct] -clock clk0 $non_clock_inputs
set_output_delay [expr $clk_period * $clk_io_pct] -clock clk0 [all_outputs]
==> deck_impl_summary.md <==
Flow Results at a Glance

Yosys
  – Yosys stat area: 440 µm²
  – Synth Instances: 22
  – Mapped Area: 440 µm²
  – Synthesized flop and latch total: 22
  – Yosys Instances: 22
  – Yosys warning tally: 2
  – Seq/Total Area, Yosys: 1.00
  – Synth unique cells: 1
  – Mean post-synth cell area: 20.0 µm²

Floorplanning
  – Row count: 24
  – Die Ht: 87 µm
  – DIE AREA: 7570 µm²
  – Die W: 87 µm
  – Core Util at FP: 0.101
  – I/O pin cnt: 23
  – Core area: 4350 µm²

Route
  – DR iter-0 viols: 1
  – WL final: 827 µm
  – Antenna Nets Post-Route: 0
  – Vias per cell: 2.34
  – Drt drc: 0
  – Drt first pass iters: 3
  – Wire per inst: 8.27 µm
  – Vias: 234
  – ANT cells: 0

Clock network
  – Longest Clk Path Bufs: 2
  – Clock latency (worst-skew pair): 250 ps
  – Post-CTS Hold Fix Bufs: 0
  – Clock H-tree levels: 1
  – CTS tree: yes
  – CTS Sinks: 22
  – Clk slew on worst S/H paths: 70 ps
  – Num CTS Buffers: 3
  – Clock Tree Root: clkbuf_8

Status
  – Status: completed

Worst setup path
  – Slowest cell on crit path: dfxtp_2
  – Critical-path cell list: clkdlybuf4s15_1
  – Critical path depth in cells: 1
  – Kind of critical path: register to output port
  – CP peak stage delay: 320 ps
  – Worst setup SP type: register
  – Worst R2R Path Depth: 0
  – Reg-to-reg startpoint: genblk1[0].d_mod.odata[3]
  – Reg-to-reg slack, setup: 600 ps
  – CP delay by family, top: flip-flops
  – Critical Path AT: 730 ps
  – Crit path capture type: output port
  – Worst path required time: 800 ps
  – CP bufs+invs: 1
  – Critical path fanouts, max: 1
  – Reg2reg end: genblk1[1].d_mod.odata[3]

Final timing
  – Max-slew headroom: 0.955
  – Final hold vios: 0
  – Max Transition Viols Final: 0
  – Setup violations, final: 0
  – Slew of the pin with the lowest slew margin: 67.8 ps
  – Min Hold Slack: 329 ps
  – RSZ-0062 raised after global routing: no
  – Final Cycle Share: 0.929
  – Fin Setup TNS: 0 ps
  – Max Clock Skew: 0.645 ps
  – Final worst slack: 71.3 ps
  – Post-route minimum period: 929 ps
  – Achievable frequency: 1080 MHz

Global routing
  – Vias in the first global route: 277
  – Largest net degree at the start of global routing: 13
  – Met3 Usage GRT: 0.0123
  – GRT Max-Usage Layer: met2
  – Initial antenna violation count: 0
  – First-pass GRT wire length: 1280 µm
  – Met1 global-route usage: 0.0211
  – Gr ovfl total: 0
  – Met2 usage: 0.0340
  – Total GRT Usage: 0.0206

Finish
  – Fin area: 786 µm²
  – Gate Area: 0 µm²
  – Final core utilization: 0.180
  – Synth-to-layout area growth: 78.4%
  – Biggest register: genblk1.d_mod.odata
  – Max reg flops: 22
  – Layout cells sized above 1: 0.167
  – Layout Cells excl Fill: 100
  – Multi-In Gates: 0
  – Largest regs: genblk1.d_mod.odata (22)

Job
  – Log Warnings: 25
  – Max-cap violations: 0

Power and ir drop
  – Part of the power in the clock network: 0.369
  – Sw Share: 0.161
  – Internal power: 1.34 mW
  – Leak pwr: 0.308 nW
  – VDD IR max: 356 µV
  – PD cells: 2030 nW/µm²
  – Net load switching power: 0.257 mW
  – Reg power frac: 0.587
  – Combinational share of power: 0.045
  – Total power: 1.59 mW

Min path
  – Hold crit path type: register to register
  – Hold EP: genblk1[1].d_mod.odata[1]
  – Cells on Worst Hold Path: 0
  – Hold path startpoint: genblk1[0].d_mod.odata[1]

Place
  – Port-buffer cells: 22
  – Placed insts: 96
  – Pre-CTS setup slack: 39.8 ps
  – Placement Cell Area: 726 µm²
  – RePlAce Congestion: 0.649
## Yosys cell counts
master    n  area, µm²
dfxtp_1  22        440
## metal layers
metal,wire (µm),part of all wire
met4,0,0
met2,401,0.48
met1,287,0.35
met5,0,0
met3,137,0.17
## cells by family after synthesis
| group | after synthesis | share of synthesized area |
|---|---|---|
| flip-flops | 22 | 1.00 |
## area by class of cell
type	instances	area, µm²
clock buffers	4	55.1
repair buffers	22	220
flip-flops and latches	22	445
well taps	52	65.1
fillers	453	3570
## power by group through the flow
stage                 Sequential [mW]  Combinational [mW]  Clock, mW
final                           0.936              0.0711      0.588
after global routing            0.941              0.0756      0.655
after CTS                       0.934              0.0691      0.609
## repair_timing
item | CTS | global route
hold endpoints to repair | 0 | 0
resized | 13 | 13
endpoints found under the setup margin | 11 | 10
cloned | 0 | 0
setup buffers | 0 | 0
## layout by cell type, fill, tap and decap left out, drive strengths merged
cell           synthesis  routed
clkdlybuf4s15          0      11
clkbuf                 0       4
dfxtp                 22      22
clkdlybuf4s50          0      11
## worst max path at each step
stage / to / start / slack [ps]
4_1_cts: q[7] / genblk1[1].d_mod.odata[7] / 3
6_report: q[4] / genblk1[1].d_mod.odata[4] / 70
5_1_grt: q[9] / genblk1[1].d_mod.odata[9] / 30
Power and IR drop assume default switching activity.
